**./config.mk**
```make
export PLATFORM = sky130hd
export DESIGN_NAME = programming
export DESIGN_NICKNAME = programming
export VERILOG_FILES = /design/flow/design.v
export SDC_FILE = /design/flow/constraint.sdc
export NUM_CORES = 4
export LEC_CHECK = 1
export CORE_AREA = 10 10 96 96
export DIE_AREA = 0 0 106 106
```
**./constraint.sdc**
```tcl
current_design programming

set clk_period 2.5
set clk_io_pct 0.2

create_clock -name clk0 -period $clk_period [get_ports {clk}]

set non_clock_inputs [all_inputs -no_clocks]
set_input_delay [expr $clk_period * $clk_io_pct] -clock clk0 $non_clock_inputs
set_output_delay [expr $clk_period * $clk_io_pct] -clock clk0 [all_outputs]
```
**./design.v**
```verilog
`timescale 1ns / 1ns
`default_nettype none
module programming #(
	parameter NUM_CHIPS_PER_CHAIN = 1
) (
	input  wire clk,
	input  wire start,
	output reg  ready = 1,
	output wire [5:0] row_addr,
	output wire [5:0] col_addr,
	output wire [CHIP_ADDR_WIDTH-1:0] chip_in_chain_addr,  
	output wire [NUM_CHIPS_PER_CHAIN-1:0] addr_en  
);
localparam CHIP_ADDR_WIDTH = (($clog2(NUM_CHIPS_PER_CHAIN)) > (1) ? ($clog2(NUM_CHIPS_PER_CHAIN)) : (1));
localparam S_IDLE = 0;
localparam S_POS_ADDR_EN = 1;
localparam S_NEG_ADDR_EN = 2;
localparam S_INC_ADDR = 3;
reg [1:0] state = S_IDLE;
localparam POS_ADDR_EN_EXTRA_CLOCKS = 5;
localparam NEG_ADDR_EN_EXTRA_CLOCKS = 4;
reg [6:0] clk_count;
reg [11+CHIP_ADDR_WIDTH:0] addr = 0;
reg addr_gate = 0;
always @ (posedge clk) begin
	if (start) begin
		ready <= 0;
		addr_gate <= 0;
		addr <= 0;
		clk_count <= 0;
		state <= S_POS_ADDR_EN;
	end else begin
		clk_count <= clk_count + 1;
		case (state)
			S_POS_ADDR_EN : begin
				addr_gate <= 1;
				if (clk_count == POS_ADDR_EN_EXTRA_CLOCKS) begin
					clk_count <= 0;
					state <= S_NEG_ADDR_EN;
				end
			end
			S_NEG_ADDR_EN : begin
				addr_gate <= 0;
				if (clk_count == NEG_ADDR_EN_EXTRA_CLOCKS) begin
					clk_count <= 0;
					state <= S_INC_ADDR;
				end
			end
			S_INC_ADDR : begin
				addr <= addr + 1;
				if (addr[11:0] == 12'hFFF && addr[12+CHIP_ADDR_WIDTH-1:12] == NUM_CHIPS_PER_CHAIN-1) begin
					ready <= 1;
					state <= S_IDLE;
				end else begin
					clk_count <= 0;
					state <= S_POS_ADDR_EN;
				end
			end
		endcase
	end
end
assign col_addr = addr[5:0];
assign row_addr = addr[11:6];
assign chip_in_chain_addr = addr[12+CHIP_ADDR_WIDTH-1:12];
assign addr_en = (addr_gate << chip_in_chain_addr);
endmodule
```
**./run.sh**
```bash
#!/bin/bash
# OpenROAD 26Q1-2900-gdf79404cd8, Yosys 0.63+post, stock flow scripts
make -C /OpenROAD-flow-scripts/flow DESIGN_CONFIG=/design/flow/config.mk WORK_HOME=/design/flow/orfs finish
```
==> reports/metrics.yaml <==
place:
  gp_congestion: 0.776
  numPortBuffers: 16
  dp_hpwl_um: 1820
  placed_area_mm2: 0.00143
final_timing:
  slew_viol_final: 0
  slew_headroom: 0.670
  hold_ws_ns: 0.459
  clock_skew_ns: 0.00254
  rsz0062_at_grt: "false"
  worst_slew_pin_slew_ns: 0.495
  finalCritPeriodShare: 0.713
  setup_viol: 0
  tns_ns: 0
  hold_violations: 0
  fmax_mhz: 561
  min_period_ns: 1.78
logic_synthesis:
  edf_count: 0
  avgSynthCellArea_um2: 8.93
  top_area_frac: 0.417
  ys_seq_share: 0.417
  top_cell: "dfxtp_1"
  ys_cells: 129
  syn_inst: 129
  synth-seq-cells: 24
  netlist_top_cells_count: "dfxtp_1, nor2_1, ha_1, nor3_1"
  ys.flop_type: "dfxtp_1"
  synth_warnings: 1
  yosysTopAreaCell: "dfxtp_1"
  synthArstFlopShare: 0
  area_leaders: "dfxtp_1, ha_1, xor2_1, nor2_1, xnor2_1"
  netlist-cell-type-count: 28
  synth_area_mm2: 0.00115
  yosys_area_mm2: 0.00115
min_path:
  whs_endpoint: "ready"
  worstHoldStart: "ready"
  hold_depth: 2
  hold_path.class: "reg -> reg"
setup_path:
  reg2regPathDepth: 5
  crit_type: "reg -> reg"
  crit_slowest_cell: "a211oi_2"
  cp-start-kind: "flip-flop"
  cpPeakStageDelay_ns: 0.48
  cp_cell_sequence: "ha_1 -> and4_4 -> and3_1 -> a211oi_2 -> nor3_1"
  cp_max_fo: 7
  end_kind: "flip-flop"
  required_ns: 2.63
  rrSetupSlack_ns: 0.72
  cp.arrival_ns: 1.91
  r2r-start: "state[0]"
  r2r-end: "clk_count[2]"
pwr:
  leakagePower_nw: 0.490
  power_w: 0.000924
  ir_worst_vdd_mv: 0.167
  power_density_mw_per_mm2: 629
clock_network:
  cts_root_buf: "clkbuf_8"
  hold_buffers: 0
  cts_resized: 0
  worstSkewPairLatency_ns: 0.26
  clk_pin_slew_ns: 0.08
  ctsHtreeMaxLevel: 1
  cts_sinks: 24
  cts-buffers-inserted: 3
  cts_tree: "yes"
  cts_setup_buffers: 0
  clk_path_buf_depth: 2
floorplan:
  die_w_um: 106
  chipArea_mm2: 0.0112
  dieHeight_um: 106
  core_area_mm2: 0.00721
  rows: 31
  boundaryPins: 17
  fp_util: 0.160
layout:
  final_area_mm2: 0.00147
  drive_gt1_frac: 0.0552
  utilization: 0.204
  area_growth_pct: 27.5
drt:
  avgViaCountPerCell: 3.66
  drt_iter0_markers: 60
  wl_per_cell_um: 9.91
  firstDrtPassIters: 4
  ant_nets: 0
  num_vias: 892
  drc: 0
  routed_wl_um: 2420
  route.antenna.diode_count: 0
global_routing:
  track_usage: 0.0426
  antenna_found_initial: 0
  grt_pass1_wl_um: 4130
  first_global_vias: 828
  grt_remaining_overflow: 0
  grt_max_degree: 26
flow_run:
  warnings: 31
  drv_cap: 0
run_status:
  status: "finished, final reports clean"
==> worst max-delay path, delay by kind of cell (launching register included) <==
kind                       cells  cell delay [ns]
and+or+nand+nor                3             0.50
AOI/OAI and AO/OA              1             0.48
adders and majority gates      1             0.31
DFF                            1             0.36
==> worst max path at each step <==
stage / from / end / slack [ns] / cells after the start
CTS: state[0] / clk_count[2] / 0.73 / 5
global route: state[0] / addr[11] / 0.56 / 5
finish: state[0] / clk_count[2] / 0.72 / 5
==> metal layers <==
| metal | GRT usage | vias to the layer above | routed length (um) | part of all wire |
|---|---|---|---|---|
| li1 | - | 476 | - | - |
| met1 | 0.0657 | 404 | 1300 | 0.54 |
| met2 | 0.0601 | 10 | 1010 | 0.42 |
| met3 | 0.00795 | 2 | 71 | 0.029 |
| met4 | 0.00870 | 0 | 43 | 0.018 |
| met5 | 0 | - | 0 | 0 |
==> per-stage QoR <==
step / setup slack (ns) / cells
global route: 0.557 / 244
floorplan: 0.899 / 129
CTS: 0.730 / 244
finish: 0.716 / 244
global placement: 0.780 / 241
detailed placement: 0.746 / 241
==> logic make-up after synthesis <==
family,count (synthesis),share of synthesized area
AND-OR/OR-AND,16,0.0945
XOR/XNOR,14,0.106
adder cells (fa/ha/maj),9,0.0977
buffers and inverters,11,0.0369
flip-flops,24,0.417
multiplexers,1,0.00869
AND/OR/NAND/NOR,54,0.239
==> power by group <==
group	switching, W	total, W	internal (W)	leakage [nW]
sequential	0.0000442	0.000470	0.000426	0.195
clock	0.000112	0.000220	0.000107	0.0216
combinational	0.000115	0.000234	0.000119	0.274
total	0.000272	0.000924	0.000653	0.490
==> cells in the final DEF, fill, tap and decap left out <==
cell type and count:
nand3_1 4, ha_1 9, a41oi_2 1, and3_1 2
o21a_1 1, and2_1 1, a21oi_1 6, nor2_1 16
xor2_1 8, xnor2_1 6, inv_1 7, and4_4 1
nor3b_2 1, nand4_1 6, nor3b_1 2, o21ai_0 4
a211oi_1 1, or3_1 3, nand2_1 8, o41ai_1 1
a31oi_1 1, a211oi_2 1, mux2i_1 1, nor2b_1 1
buf_4 1, dfxtp_1 24, clkbuf_8 3, nor3_1 9
clkdlybuf4s50_1 16
==> sequential cells by signal, summed over array words and instances, names as in the netlist <==
signal     flops
addr          13
clk_count      7
state          2
addr_gate      1
ready          1
==> layout make-up <==
cell class	count	area [um^2]
multi-input combinational	94	629
clock buffer	3	41.3
sequential	24	480
tap	99	124
fill	803	5750
inverter	7	26.3
timing repair buffer	17	168
Power figures rest on the tool's default switching activity, not on a simulated workload.
