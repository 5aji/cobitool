**/design/flow/run.sh**
```bash
#!/bin/bash
# OpenROAD 26Q1-2900-gdf79404cd8, Yosys 0.63+post, stock flow scripts
make -C /OpenROAD-flow-scripts/flow DESIGN_CONFIG=/design/flow/config.mk WORK_HOME=/design/flow/orfs finish
```
**/design/flow/design.v**
```verilog
`timescale 1ns / 1ns
`default_nettype none
module scan_chain #(
	parameter SCAN_CHAIN_DEPTH = 504
) (
	input  wire clk,
	input  wire start,
	output reg  ready = 1,
	output reg  scanout_clk = 0,
	output reg  sample_clk = 0,
	output reg  scan_chain_out_valid  = 0,
	output reg  [SCAN_CHAIN_DEPTH_BITS-1:0] bit_addr = 0
);
localparam SCAN_CHAIN_DEPTH_BITS = $clog2(SCAN_CHAIN_DEPTH);
localparam S_IDLE = 0;
localparam S_POS_SAMPLE = 1;
localparam S_NEG_SAMPLE = 2;
localparam S_POS_CLOCK = 3;
localparam S_READ_BIT = 4;
localparam S_NEG_CLOCK = 5;
reg [6:0] state = S_IDLE;
localparam POS_SAMPLE_EXTRA_CLOCKS = 10;
localparam NEG_SAMPLE_EXTRA_CLOCKS = 10;
localparam POS_CLOCK_EXTRA_CLOCKS = 3;
localparam NEG_CLOCK_EXTRA_CLOCKS = 5;
reg [20:0] clk_count = 0;
always @ (posedge clk) begin
	if (start) begin
		ready <= 0;
		scanout_clk <= 0;
		sample_clk <= 0;
		bit_addr <= {SCAN_CHAIN_DEPTH_BITS{1'b1}};
		clk_count <= 0;
		state <= S_POS_SAMPLE;
	end else begin
		clk_count <= clk_count + 1;
		case (state)
			S_POS_SAMPLE : begin
				sample_clk <= 1;
				if (clk_count == POS_SAMPLE_EXTRA_CLOCKS) begin
					clk_count <= 0;
					state <= S_NEG_SAMPLE;
				end
			end
			S_NEG_SAMPLE : begin
				sample_clk <= 0;
				if (clk_count == NEG_SAMPLE_EXTRA_CLOCKS) begin
					clk_count <= 0;
					state <= S_READ_BIT;  
				end
			end
			S_POS_CLOCK : begin
				scanout_clk <= 1;
				if (clk_count == POS_CLOCK_EXTRA_CLOCKS) begin
					clk_count <= 0;
					state <= S_READ_BIT;
				end
			end
			S_READ_BIT : begin
				scan_chain_out_valid <= 1;
				bit_addr <= bit_addr + 1;
				state <= S_NEG_CLOCK;
			end
			S_NEG_CLOCK : begin
				scan_chain_out_valid <= 0;
				scanout_clk <= 0;
				if (bit_addr == SCAN_CHAIN_DEPTH - 1) begin
					ready <= 1;
					state <= S_IDLE;
				end else if (clk_count == NEG_CLOCK_EXTRA_CLOCKS) begin
					clk_count <= 0;
					state <= S_POS_CLOCK;
				end
			end
		endcase
	end
end
endmodule
```
**/design/flow/config.mk**
```make
export PLATFORM = sky130hd
export DESIGN_NAME = scan_chain
export DESIGN_NICKNAME = scan_chain
export VERILOG_FILES = /design/flow/design.v
export SDC_FILE = /design/flow/constraint.sdc
export NUM_CORES = 4
export LEC_CHECK = 1
export CORE_AREA = 10 10 106 106
export DIE_AREA = 0 0 116 116
```
**/design/flow/constraint.sdc**
```tcl
current_design scan_chain

set clk_period 2.8
set clk_io_pct 0.2

create_clock -name clk0 -period $clk_period [get_ports {clk}]

set non_clock_inputs [all_inputs -no_clocks]
set_input_delay [expr $clk_period * $clk_io_pct] -clock clk0 $non_clock_inputs
set_output_delay [expr $clk_period * $clk_io_pct] -clock clk0 [all_outputs]
```
==> impl_metrics.csv <==
group,metric,value,unit
run,cap_viol_max_count,0,
clock_tree,cts-root-to-sink-buffers,2,
clock_tree,cts_num_sinks,37,
setup_path,worst_path_dominant_cell_family,"simple AND/OR/NAND/NOR gates",
floorplan,core_area,8850,um^2
timing,setup-violations-final,0,
clock_tree,cts-root-buf,"clkbuf_8",
timing,totalNegativeSetupSlack,0,ps
setup_path,reg2reg_setup_slack,1000,ps
setup_path,worstPathMaxFanout,14,
min_path,min_path_type,"reg2reg",
timing,slew_violations,0,
setup_path,crit_path_end_kind,"register",
floorplan,row_count,34,
global_route,grt-ovfl-total,0,
synthesis,yosys_cells,205,
layout,count_of_filler_cells_inserted_in_the_layout,932,
run,warnings,27,
layout,finalInstanceArea,2160,um^2
clock_tree,cts.htree.levels,2,
setup_path,series_of_cell_instances_along_the_critical_path,"nor3b_2 -> nand4_1 -> nor2_1 -> xnor2_1 -> nand2b_1",
timing,finClkSkew,4.33,ps
layout,lay_top_cells,"dfxtp_1 (36), nor2_1 (23), clkdlybuf4s50_1 (14), a21oi_1 (11)",
timing,timing.final.crit_share,64.4,%
global_route,total_global_routing_track_utilization,5.21,%
power_and_ir_drop,p_leak,0.000785,uW
synthesis,count_of_flip_flops_with_a_built_in_enable_after_synthesis,1,
routing,avgRoutedWirePerCell,10.3,um
setup_path,arrival_time_of_the_worst_setup_path,1990,ps
synthesis,yosysWarningCount,1,
clock_tree,cts_repair_resize_count,0,
setup_path,critical_path.max_stage_delay,580,ps
global_route,grt_pass1_wl,6.01,mm
global_route,groute.layer.met3.usage,0.890,%
routing,postRouteAntennaNets,0,
floorplan,chipHeight,116,um
timing,tightest_slew,460,ps
layout,layout-drive-gt1-share,8.22,%
synthesis,postSynthSeqShare,40.9,%
power_and_ir_drop,clockPowerShare,38.5,%
timing,timing.slew.headroom,69.2,%
timing,fin_crit,1800,ps
floorplan,chip_area,13500,um^2
timing,hold_slack,470,ps
synthesis,syn-cell-area,1840,um^2
global_route,grt_util_met2,7.47,%
setup_path,regToRegEndpoint,"bit_addr[6]",
timing,clock.fmax,555,MHz
global_route,number_of_antenna_violations_at_the_first_check_in_global_routing,0,
place,buffer_ports.inserted,14,
layout,area_delta_synth_final,17.5,%
synthesis,post_synth_inst_count,205,
timing,rsz0062_at_grt,"no",
place,placed_cell_area,2070,um^2
clock_tree,cts_tree,"yes",
setup_path,cp_startpoint_kind,"register",
power_and_ir_drop,max-vdd-ir-drop,0.146,mV
global_route,gr-usage-met1,7.98,%
routing,finalWirelength,3.37,mm
synthesis,synthFlopType,"dfxtp_1",
layout,mostFrequentLayoutCell,"dfxtp_1",
min_path,whs_path_depth,2,
power_and_ir_drop,power_switching_share,22.0,%
synthesis,synth_cell_types,44,
setup_path,r2r.worst_path.cells,5,
power_and_ir_drop,power.internal,718,uW
layout,final_core_util,24.4,%
setup_path,worst-path-buf-inv,0,
floorplan,floorplan.initialDensity,20.7,%
clock_tree,cts_inserted_buffers,5,
floorplan,ios,15,
clock_tree,post_cts_buffers,0,
power_and_ir_drop,comb_power_share,2.9,%
min_path,min_delay_worst_endpoint,"ready",
routing,dr_total_vias,1398,
routing,vias_per_cell,4.28,
synthesis,ys_chip_area,1840,um^2
setup_path,critPathSlowestCell,"dfxtp_1",
setup_path,critPathRequiredTime,2980,ps
routing,detailedRoute.firstPassIterationCount,4,
power_and_ir_drop,seq_power_share,58.7,%
timing,report.final.hold_viol_count,0,
setup_path,criticalPathCategory,"reg2reg",
power_and_ir_drop,power.density,427,nW/um^2
place,routabilityCongestion,0.801,
synthesis,synth_flop_count,37,
power_and_ir_drop,sw_pwr,202,uW
min_path,worst_hold_startpoint,"ready",
synthesis,postSynthAreaPerCell,8.95,um^2
clock_tree,worst_skew_late_latency,290,ps
clock_tree,clk_pin_slew,70,ps
global_route,grt_start_max_net_pins,19,
synthesis,async_flop_share,0,%
global_route,grt-busiest-layer,"met1",
place,detailed_place_hpwl,2.52,mm
floorplan,die_boundary_width,116,um
routing,antennaDiodeCount,0,
clock_tree,cts_hold_buf,0,
routing,dr.first_iter.drc_count,64,
setup_path,critical_path.reg2reg.startpoint,"state[2]",
routing,detail_route.drc_violations,0,
run_status,status,"finished clean",
global_route,number_of_global_route_vias_before_repair,1271,
-- logic make-up after synthesis --
family / after synthesis / synth area share [%]
buffers and inverters: 17 / 4.29
adders and majority gates: 4 / 2.73
and+or+nand+nor: 94 / 31.4
xor gates and xnor gates: 20 / 9.54
AOI/OAI and AO/OA: 33 / 11.1
DFF: 37 / 40.9
-- worst register-to-register path, delay by kind of cell, from the launching register on --
kind	cells	cell delay (ps)
simple gates	4	990
flops	1	580
xor+xnor	1	130
-- through the flow --
step / total power [uW] / cells / worst slack [ps]
2_1_floorplan: 570 / 205 / 1310
3_3_place_gp: 578 / 319 / 1070
3_5_place_dp: 578 / 319 / 1030
4_1_cts: 936 / 327 / 996
5_1_grt: 963 / 327 / 852
6_report: 920 / 327 / 997
-- Yosys cell counts (all sizes together) (3+ instances only) --
cell	n	area (um^2)
or3	4	25.0
a21oi	11	55.1
clkbuf	5	18.8
xor2	10	87.6
o21ai	9	45.0
o21bai	3	22.5
dfxtp	36	721
nand3	6	30.0
nor2	23	86.3
nand2	11	43.8
xnor2	10	87.6
nor3	4	20.0
ha	4	50.1
nor4	7	80.1
and3	8	50.1
a31oi	3	25.0
nor3b	4	40.0
inv	7	26.3
buf	5	33.8
nand4	8	65.1
nand2b	8	50.1
-- area by class of cell --
cell class	instances	area (um^2)	share of cell area [%]
Clock buffer	6	72.6	3.37
Clock inverter	2	10.0	0.464
Inverter	7	26.3	1.22
Multi-Input combinational cell	151	1010	46.7
Sequential cell	37	751	34.8
Tap cell	108	135	6.27
Timing Repair Buffer	16	155	7.20
-- flip-flops by register name, summed over array words and instances (netlist names) --
register,count
scanout_clk,1
sample_clk,1
scan_chain_out_valid,1
bit_addr,9
ready,1
clk_count,21
state,3
-- worst max-delay path by stage --
stage / cells after the start / start / end / slack (ps)
CTS: 1 / bit_addr[4] / bit_addr[4] / 1000
global route: 5 / state[2] / bit_addr[8] / 850
finish: 5 / state[2] / bit_addr[6] / 1000
-- power by group through the flow --
stage     Clock, uW  Combinational (uW)  Sequential, uW
6_report        354                26.2             540
5_1_grt         392                31.0             540
4_1_cts         370                26.8             539
-- metal layers --
metal / part of all wire, % / vias to the layer above
li1: - / 751
met1: 55 / 628
met2: 40 / 12
met3: 2.3 / 7
met4: 2.6 / 0
met5: 0 / -
Power is estimated from default activity; no workload was simulated.
