==> flow/design.v <==
`timescale 1ns / 1ps
module zynq_interface(
    input  wire clk,
    output wire [31:0] input_flags,
    input  wire [31:0] output_flags,
    output wire [31:0] bram0_addr,
    output wire bram0_clk,
    output reg  [31:0] bram0_din,
    input  wire [31:0] bram0_dout,
    output reg  bram0_en,
    output wire bram0_rst,
    output reg  [3:0] bram0_we,
    output wire [31:0] bram1_addr,
    output wire bram1_clk,
    output reg  [31:0] bram1_din,
    input  wire [31:0] bram1_dout,
    output reg  bram1_en,
    output wire bram1_rst,
    output reg  [3:0] bram1_we,
    output wire [3:0] leds,
    input wire [3:0] switches);
    reg [15:0] address;
    assign bram0_addr = {16'b0, address};
    assign bram1_addr = {16'b0, address};
    assign bram0_clk = clk;
    assign bram1_clk = clk;
    assign bram0_rst = 1'b0;
    assign bram1_rst = 1'b0;
    assign input_flags = {output_flags[31:4], switches};
    assign leds = {output_flags[3:2], switches[1], output_flags[0]};
    always @ (posedge clk) begin
        if (output_flags[0]) begin
            address <= address + 16'h1;
            bram0_en <= 1'b1;
            bram1_en <= 1'b1;
            if (output_flags[1]) begin
                bram0_we <= 4'b1111;
                bram1_we <= 4'b0000;
                bram0_din <= bram1_dout;
                bram1_din <= 16'h0000;
            end else begin
                bram0_we <= 4'b0000;
                bram1_we <= 4'b1111;
                bram0_din <= 16'h0000;
                bram1_din <= bram0_dout;
            end
        end else begin
            bram0_en <= 1'b0;
            bram1_en <= 1'b0;
            bram0_we <= 4'b0000;
            bram1_we <= 4'b0000;
            address <= 16'h0000;
            bram0_din <= 32'h0;
            bram1_din <= 32'h0;
        end
    end
endmodule
==> flow/run.sh <==
#!/bin/bash
# OpenROAD 26Q1-2900-gdf79404cd8, Yosys 0.63+post, stock flow scripts
make -C /OpenROAD-flow-scripts/flow DESIGN_CONFIG=/design/flow/config.mk WORK_HOME=/design/flow/orfs finish
==> flow/config.mk <==
export PLATFORM = sky130hd
export DESIGN_NAME = zynq_interface
export DESIGN_NICKNAME = zynq_interface
export VERILOG_FILES = /design/flow/design.v
export SDC_FILE = /design/flow/constraint.sdc
export NUM_CORES = 4
export LEC_CHECK = 1
export CORE_AREA = 10 10 162 162
export DIE_AREA = 0 0 172 172
==> flow/constraint.sdc <==
current_design zynq_interface

set clk_period 3.5
set clk_io_pct 0.2

create_clock -name clk0 -period $clk_period [get_ports {clk}]

set non_clock_inputs [all_inputs -no_clocks]
set_input_delay [expr $clk_period * $clk_io_pct] -clock clk0 $non_clock_inputs
set_output_delay [expr $clk_period * $clk_io_pct] -clock clk0 [all_outputs]
==> qor.yml <==
clock_tree:
  post_cts.repair.setup_buffers: 0
  clk_latency_ps: 450
  cts_hold_buf: 0
  cts.repair.resized: 0
  cts_tree: "built"
  clk_pin_slew_worst_paths_ps: 60
yosys:
  synth-cells-yosys: 319
  syn_inst: 319
  synth.lib_cells_used.distinct: 24
  synth.ff_latch_count: 83
  yosysChipArea_um2: 3220
  count_of_synthesis_stage_warnings_from_yosys: 1
  syn-cell-area_um2: 3220
  yosysSeqAreaShare: 0.516
  cell_taking_the_most_area_after_synthesis: "sky130_fd_sc_hd__dfxtp_1"
  post-synth-top-area-fraction: 0.516
  synth_area_per_cell_um2: 10.1
  topCellsByArea: "sky130_fd_sc_hd__dfxtp_1 (52%), sky130_fd_sc_hd__buf_4 (22%), sky130_fd_sc_hd__and2_1 (6.6%)"
drt:
  wl_um: 10800
  detail_route.wl_per_cell_um: 14.7
  post-route-drc-count: 0
  detailedRoute.firstIterationViolations: 90
  antenna_violating_nets_post_route: 0
  routed_via_density: 3.31
  drt-pass1-iter-count: 4
  vias: 2419
floorplan:
  die.size.x_um: 172
  coreArea_um2: 22700
  die_h_um: 172
  rows: 55
  boundaryPins: 279
  fp.dieArea_um2: 29600
  initCoreUtil: 0.142
hold_path:
  worstHoldEndpoint: "address[15]$_SDFF_PN0_"
  hold_path.startpoint: "address[15]$_SDFF_PN0_"
  holdPathStages: 2
  hold_class: "register to register"
layout:
  fin_area_um2: 5150
  final_layout_size_suffix_gt1_frac: 0.0608
  finalCoreUtilization: 0.227
  area_delta_synth_final_pct: 59.8
sta:
  fin_worst_skew_ps: 5.25
  slew_viol_final: 0
  hold_violation_count_in_the_final_report: 0
  setup_violations: 0
  timing.setup.tns_ps: 0
  setup_slack_ps: 392
  setup_repair_after_global_routing_missed_its_margin: "no"
global_routing:
  global_route.overflow_total: 0
  track_usage: 0.0683
  grt_pass1_vias: 2462
  grt_first_pass_wirelength_um: 14900
  antenna_found_initial: 4
  maximum_number_of_pins_on_one_net_before_global_route_repair: 43
critical_path:
  endpoint_kind: "output pin"
  crit_path_top_delay_cell: "sky130_fd_sc_hd__clkdlybuf4s50_1"
  worst_r2r_startpoint: "address[0]$_SDFF_PN0_"
  register_to_register_path_depth: 4
  critPathMaxStageDelay_ps: 400
  cp_delay_by_family_top: "buffers and inverters"
  timing.critical_path.from_type: "clock port"
  worst_path_most_repeated_cell: "sky130_fd_sc_hd__clkbuf_16"
  crit_required_ps: 2800
  worst-r2r-setup-slack_ps: 1780
  crit_arrival_ps: 2410
  critical_path.reg2reg.endpoint: "address[14]$_SDFF_PN0_"
  worst-path-max-fanout: 2
  cell_breakdown_of_the_critical_path: "clkbuf_16 > clkbuf_16 > clkdlybuf4s50_1"
  worst-path-buf-inv: 3
  critical_path_class: "clock port to output pin"
power:
  power_density_nw_per_um2: 487
  vdd_ir_drop_max_v: 0.000349
  cellLeakagePower_nw: 2.02
job:
  number_of_maximum_capacitance_violations: 0
  openroad.warnings: 27
placed_design:
  preCtsSetupSlack_ps: 683
  dpl-instance-area_um2: 4720
  routabilityCongestion: 0.748
  place.detailed.hpwl_um: 8560
  io_buffer_count: 175
outcome:
  run_status: "completed"
worst max path at each step:
stage / start / endpoint / slack [ps] / cells after the start
after CTS: clk / bram0_clk / 380 / 3
after global routing: clk / bram0_clk / 360 / 3
final: clk / bram1_clk / 390 / 3
cell type report:
cell class,instances,area (um^2)
Timing Repair Buffer,176,1750
Antenna cell,1,2.50
Clock buffer,17,363
Clock inverter,5,85.1
Fill cell,2441,17600
Multi-Input combinational cell,159,918
Inverter,4,15.0
Sequential cell,83,1660
Tap cell,285,357
placed cells by master (no fill, tap or decap), drive strengths merged, types with 4 or more instances in the layout:
cell	count
nor2	5
or4	5
nand4	5
clkbuf	15
o31ai	5
dfxtp	83
nand2	6
a21oi	8
inv	5
nand3	6
conb	34
and3	32
clkdlybuf4s50	174
and2	34
buf	4
tightest hold or removal path: stages (launching register included):
cell                      delay [ps]
sky130_fd_sc_hd__dfxtp_1         330
sky130_fd_sc_hd__nand2_1          60
sky130_fd_sc_hd__mux2i_1          50
power breakdown:
part | switching [W] | total, W | internal, W
Sequential | 0.0000159 | 0.000995 | 0.000979
Clock | 0.000438 | 0.00132 | 0.000881
Combinational | 0.0000485 | 0.000196 | 0.000147
per-stage QoR:
step	total power (W)	hold WS [ps]	cells
2_1_floorplan	0.00113	443	352
3_3_place_gp	0.00126	477	709
3_5_place_dp	0.00126	486	709
4_1_cts	0.00258	496	729
5_1_grt	0.00263	526	729
6_report	0.00251	495	730
synth_stat cells:
master	number
sky130_fd_sc_hd__and3_1	32
sky130_fd_sc_hd__nand3_1	6
sky130_fd_sc_hd__or4_1	5
sky130_fd_sc_hd__xnor2_1	1
sky130_fd_sc_hd__nor4_1	3
sky130_fd_sc_hd__o31ai_1	5
sky130_fd_sc_hd__clkbuf_1	11
sky130_fd_sc_hd__ha_1	1
sky130_fd_sc_hd__mux2i_1	3
sky130_fd_sc_hd__buf_4	95
sky130_fd_sc_hd__conb_1	1
sky130_fd_sc_hd__nor2_1	5
sky130_fd_sc_hd__nand2_1	6
sky130_fd_sc_hd__nand4_1	4
sky130_fd_sc_hd__nand4_4	1
sky130_fd_sc_hd__or3_2	2
sky130_fd_sc_hd__inv_1	4
sky130_fd_sc_hd__or3_1	1
sky130_fd_sc_hd__o21ai_0	3
sky130_fd_sc_hd__and2_1	34
sky130_fd_sc_hd__xor2_1	2
sky130_fd_sc_hd__nand2b_1	3
sky130_fd_sc_hd__a21oi_1	8
sky130_fd_sc_hd__dfxtp_1	83
flip-flops by register name, summed over array words and instances, names as in the netlist:
signal and count:
bram1_din 32, bram1_we 1, address 16, bram1_en 1, bram0_we 1, bram0_din 32
per-layer routing:
layer | up-vias | part of all wire | track usage
li1 | 1156 | - | -
met1 | 1064 | 0.36 | 0.0742
met2 | 167 | 0.45 | 0.105
met3 | 26 | 0.16 | 0.0501
met4 | 6 | 0.020 | 0.0150
met5 | - | 0.0026 | 0
cells by family (layout without fill, tap and decap cells):
group,count (synthesis),after routing,synth area share
AOI/OAI and AO/OA,16,16,0.0287
xor gates and xnor gates,3,3,0.00815
adders and majority gates,1,1,0.00388
buffers and inverters,110,202,0.239
DFF,83,83,0.516
muxes,3,3,0.00932
other,1,35,0.00116
and+or+nand+nor,102,102,0.194
No activity file was given, so power comes from the tool's default toggle rates.
